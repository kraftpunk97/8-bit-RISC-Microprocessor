$ cat flow/config.mk
export PLATFORM = sky130hd
export DESIGN_NAME = pro_memory
export DESIGN_NICKNAME = pro_memory
export VERILOG_FILES = /design/flow/design.v
export SDC_FILE = /design/flow/constraint.sdc
export NUM_CORES = 4
export LEC_CHECK = 1
export CORE_AREA = 10 10 70 70
export DIE_AREA = 0 0 80 80
export SYNTH_MEMORY_MAX_BITS = 65536
$ cat flow/design.v
`timescale 1ns / 1ps
module pro_memory(
	input [7:0] prg_counter,
	output [16:0] instructions
	);
	reg [16:0] instruction_memory [0:255];
	initial
	begin
	instruction_memory[0] = 17'b10010001000000000;
	instruction_memory[1] = 17'b01000010001000100;
	instruction_memory[2] = 17'b10101010010000100;
	instruction_memory[3] = 17'b10101011001000100;
	instruction_memory[4] = 17'b10000000010011000;  
	instruction_memory[5] = 17'b00111000000000000;
	end
	assign instructions = instruction_memory[prg_counter];
endmodule
$ cat flow/constraint.sdc
current_design pro_memory

set clk_period 1.0
set clk_io_pct 0.2

create_clock -name clk0 -period $clk_period

set non_clock_inputs [all_inputs -no_clocks]
set_input_delay [expr $clk_period * $clk_io_pct] -clock clk0 $non_clock_inputs
set_output_delay [expr $clk_period * $clk_io_pct] -clock clk0 [all_outputs]
$ cat flow/run.sh
#!/bin/bash
# OpenROAD 26Q1-2900-gdf79404cd8, Yosys 0.63+post, stock flow scripts
make -C /OpenROAD-flow-scripts/flow DESIGN_CONFIG=/design/flow/config.mk WORK_HOME=/design/flow/orfs finish
==> PnR_summary.wiki <==
== Run summary ==
{| class="wikitable"
! Metric !! Value
|-
| Standard-cell rows || 21
|-
| Hold-fix buffers at CTS || 0
|-
| Crit end category || primary output
|-
| Power spent charging and discharging nets || 52.2 uW
|-
| Global-route wire length before repair || 814 um
|-
| Combined global-route utilization of all metal layers || 1.50%
|-
| Cell with the largest stage delay on the worst path || ha_4
|-
| Routed vias || 195
|-
| Worst-case setup margin in the final layout || -0.0444 ns
|-
| Largest net degree at the start of global routing || 11
|-
| Setup-failing EPs final || 5
|-
| Init Core Util || 5.31%
|-
| DIE AREA || 0.00640 mm2
|-
| Data arrival, critical path || 0.84 ns
|-
| Instance tally after logic synthesis || 26
|-
| Proportion of total power due to net switching || 38.1%
|-
| Most frequent logic cells in the routed design || buf_2, conb_1, buf_6, dlygate4sd2_1, ha_4
|-
| # Cells Yosys || 26
|-
| Stage-log warning count || 41
|-
| Worst hold path type || input pin to primary output
|-
| Proportion of netlist area held by the largest area contributor || 33.1%
|-
| FILL cells || 399
|-
| Post-synthesis instance area || 181 um2
|-
| Crit path kind || input pin to primary output
|-
| Yosys warning tally || 1
|-
| Pwr Density || 320 mW/mm2
|-
| Maxcap violations || 0
|-
| Violations in the final reports || setup timing
|-
| Ratio of routed vias to standard cells || 2.27
|-
| Cell area after layout || 428 um2
|-
| Hold slack || 0.660 ns
|-
| Count of final max-slew check failures || 0
|-
| Share of power burned in registers || 0%
|-
| Iteration tally of the first detailed-router pass || 2
|-
| HPWL after detailed placement || 488 um
|-
| Layout Area Growth over Synthesis || 136%
|-
| Required time at the worst-slack endpoint || 0.80 ns
|-
| Wirelength per Cell || 7.38 um
|-
| Unrepaired setup endpoints after global routing || true
|-
| Fraction of power consumed by the clock network || 0%
|-
| Detailed Route WL || 635 um
|-
| Distinct cell type count of the synthesized netlist || 11
|-
| Worst-path cell chain || buf_8 -> inv_6 -> buf_6 -> ha_4 -> inv_2 -> o21ai_1 -> buf_2
|-
| Result of the run || finished with violations
|-
| Number of nets with antenna violations after detailed routing || 0
|-
| Die span in x || 80 um
|-
| Library cell with the largest summed area after synthesis || buf_4
|-
| Final min period || 1.04 ns
|-
| Synth top area cells || buf_4, ha_1, mux2_4, nor2b_1, buf_6
|-
| Total antenna diodes in the routed design || 0
|-
| Placed cell area || 348 um2
|-
| Number of antenna violations at the first check in global routing || 0
|-
| Vertical extent of the die || 80 um
|-
| Fraction of layout instances using a drive strength above 1 || 67.5%
|-
| Average cell area after synthesis || 6.98 um2
|-
| Placeable core region || 0.00342 mm2
|-
| Logic gate share of total power || 100.0%
|-
| Final weighted congestion in routability-driven placement || 0.691
|-
| CP max stage delay || 0.14 ns
|-
| Critical path fanouts, max || 3
|-
| Aggregate negative setup slack || -0.152 ns
|-
| Via count of the first global-routing pass || 165
|-
| Max Clock Freq || 957 MHz
|-
| Quantity of I/O buffers inserted on ports || 15
|-
| Total Power Consumption || 137 uW
|-
| Post-synth area from yosys stat || 181 um2
|-
| Max IR drop VDD || 42.0 uV
|-
| Number of violations reported at the end of detailed-routing iteration 0 || 1
|-
| Leftover overflow at the end of global routing || 0
|-
| Detailed-route DRC error count || 0
|-
| Final Hold Violating Endpoints || 0
|-
| Cell leakage power || 0.000195 uW
|-
| CP Launch Type || input pin
|-
| I/O pin cnt || 25
|-
| Clock buffer count || 0
|-
| Crit share post-route || 104%
|-
| Most used logic cell in the final layout || buf_2
|-
| Internal power component || 84.9 uW
|-
| FF/Latch Area || 0 um2
|-
| Post-synthesis sequential area ratio || 0%
|-
| Number of sequential cells || 0
|}
-- cells in the mapped netlist --
master and instances:
buf_4 8, a21oi_1 1, mux2_4 1, ha_1 3
buf_6 1, nand2_1 1, nor2_1 3, inv_1 3
o21ai_0 2, nor2b_1 2, conb_1 1
-- worst max-delay path: cells and delay by family --
kind | cells | cell delay [ns]
compound gates | 1 | 0.10
fa+ha+maj | 1 | 0.14
buf+inv | 5 | 0.40
-- cell type report --
cell class | count | area [um2] | area share [%]
inverter | 3 | 23.8 | 5.56
multi-input combinational | 18 | 181 | 42.4
tap | 46 | 57.6 | 13.5
timing repair buffer | 19 | 165 | 38.6
-- final timing paths --
| check | depth (start not counted) | slack [ns] | endpoint | start |
|---|---|---|---|---|
| worst min-delay path | 3 | 0.66 | instructions[2] | prg_counter[2] |
| worst max-delay path | 7 | -0.04 | instructions[13] | prg_counter[1] |
-- metal layers --
layer | vias up | wire (um) | track usage (%)
li1 | 94 | - | -
met1 | 86 | 232 | 1.85
met2 | 15 | 290 | 2.57
met3 | 0 | 112 | 0.568
met4 | 0 | 0 | 0
met5 | - | 0 | 0
-- power groups by stage --
stage | registers, uW | logic [uW] | clock network (uW)
5_1_grt | 0 | 153 | 0
4_1_cts | 0 | 119 | 0
6_report | 0 | 137 | 0
-- kinds of logic after synthesis --
logic type / Yosys count / share of synthesized area [%]
AND/OR/NAND/NOR: 6 / 15.2
AND-OR/OR-AND: 3 / 8.27
buffers and inverters: 12 / 45.5
other: 1 / 2.07
adder cells (fa/ha/maj): 3 / 20.7
multiplexers: 1 / 8.27
-- metrics by stage --
stage / cells / setup slack, ns / util [%]
5_1_grt: 86 / -0.120 / 12.5
3_5_place_dp: 84 / -0.880 / 10.2
4_1_cts: 87 / -0.0902 / 11.4
3_3_place_gp: 84 / -0.869 / 10.2
2_1_floorplan: 30 / 0.124 / -
6_report: 86 / -0.0444 / 12.5
-- repair_timing --
item	in CTS	in global routing
resized	62	14
pin swaps	1	3
endpoints found under the setup margin	12	7
buffers inserted	3	0
Power figures rest on the tool's default switching activity, not on a simulated workload.
