==> ./design.v <==
`timescale 1ns / 1ps
module VGA_driver(
    input clk_25M,
    input [2:0] redIn,
    input [2:0] greenIn,
    input [1:0] blueIn,
    output reg [2:0] vgaRed = 0,
    output reg [2:0] vgaGreen = 0,
    output reg [2:1] vgaBlue = 0,
    output reg Hsync = 0,
    output reg Vsync = 0,
    output reg [9:0] x_pos = 0,
    output reg [9:0] y_pos = 0
    );
	reg [9:0] h_count = 0;
	reg [9:0] v_count = 0;
	always @(posedge clk_25M)
	begin
		if (h_count == 799)
		begin
			h_count <= 0;
			if (v_count == 524)
				v_count <= 0;
			else
				v_count <= v_count + 1'b1;
		end
		else
			h_count <= h_count + 1'b1;
		if ((h_count >= 0) && (h_count <= 95))
			Hsync <= 1;
		else
			Hsync <= 0;
		if ((v_count >= 0) && (v_count <= 1))
			Vsync <= 1;
		else
			Vsync <= 0;
		if ((h_count >= 144) && (h_count <= 783) && (v_count >= 35) && (v_count <= 514))
		begin
			vgaRed <= redIn;
			vgaGreen <= greenIn;
			vgaBlue <= blueIn;
		end
		else
		begin
			vgaRed <= 0;
			vgaGreen <= 0;
			vgaBlue <= 0;
		end
		x_pos <= (h_count + 1'b1) - 9'd144;  
		y_pos <= v_count - 9'd35;  
	end
endmodule
`timescale 1ns / 1ps
module vga_grid16(
    input [9:0] x_pos,
    input [9:0] y_pos,
    output reg [1:0] grid_x,
    output reg [1:0] grid_y
    );
	always @(x_pos)
	begin
		if (x_pos < 160)
			grid_x <= 2'b00;
		else if (x_pos < 320)
			grid_x <= 2'b01;
		else if (x_pos < 480)
			grid_x <= 2'b10;
		else  
			grid_x <= 2'b11;
	end
	always @(y_pos)
	begin
		if (y_pos < 120)
			grid_y <= 2'b00;
		else if (y_pos < 240)
			grid_y <= 2'b01;
		else if (y_pos < 360)
			grid_y <= 2'b10;
		else  
			grid_y <= 2'b11;
	end
endmodule
`timescale 1ns / 1ps
module clock_100to25(
    input clk_100M,
    output reg clk_25M = 0
    );
	reg count_bit = 0;
	always @(posedge clk_100M)
	begin
		count_bit = ~ count_bit;
		if (~count_bit)
			clk_25M = ~clk_25M;
	end
endmodule
`timescale 1ns / 1ps
module mcu_io(
	 input clk,   
	 input reset, 
	 input output_write_enable,  
	 input [7:0] output_data_in,  
	 input [7:0] output_data_address,  
	 output reg [7:0] input_data_out,  
	 input [8:0] fpga_in,  
	 output [9:0] fpga_out  
);
vga_out VGA_OUT(
.clk(clk),
.write_enable(output_write_enable),
.position(output_data_address),
.value(output_data_in),
.vgaRed(fpga_out[9:7]),
.vgaGreen(fpga_out[6:4]),
.vgaBlue(fpga_out[3:2]),
.Hsync(fpga_out[1]),
.Vsync(fpga_out[0])
);
always @(fpga_in[8])
	 begin
		if (!reset)
			input_data_out <= 8'd0;
		else
				input_data_out <= fpga_in[7:0];
	 end
endmodule
`timescale 1ns / 1ps
module color_converter(
    input [7:0] color_code,
    output reg [7:0] color_out
    );
	always @(color_code)
	begin
		case(color_code)
			8'd00: color_out <= 8'b00000000;  
			8'd01: color_out <= 8'b11100000;  
			8'd02: color_out <= 8'b00011100;  
			8'd03: color_out <= 8'b00000011;  
			8'd04: color_out <= 8'b11111100;  
			8'd05: color_out <= 8'b11100011;  
			8'd06: color_out <= 8'b00011111;  
			8'd07: color_out <= 8'b10010010;  
			8'd08: color_out <= 8'b00100101;  
			8'd09: color_out <= 8'b01111010;  
			8'd10: color_out <= 8'b01101010;  
			8'd11: color_out <= 8'b11101010;  
			8'd12: color_out <= 8'b11110110;  
			8'd13: color_out <= 8'b10110111;  
			8'd14: color_out <= 8'b11010101;  
			8'd15: color_out <= 8'b11111111;  
			default: color_out <= 8'b00000000;  
		endcase
	end
endmodule
`timescale 1ns / 1ps
module vga_out(
    input clk,
	 input write_enable,
    input [7:0] position,
    input [7:0] value,
    output [2:0] vgaRed,
    output [2:0] vgaGreen,
    output [2:1] vgaBlue,
    output Hsync,
    output Vsync
    );
	 wire clk_vga;  
	 wire [9:0] x_pos;
	 wire [9:0] y_pos;
	 wire [2:0] redIn;
	 wire [2:0] greenIn;
	 wire [2:1] blueIn;
	 wire [1:0] grid_x;
	 wire [1:0] grid_y;
	 reg [7:0] color_mem [0:15];
	 wire [7:0] converted_color;
	 assign {redIn, greenIn, blueIn[2:1]} = color_mem[{grid_y, grid_x}];
	 clock_100to25 CLK_DIV(.clk_100M(clk), .clk_25M(clk_vga));
	 VGA_driver VGA_MOD(.clk_25M(clk_vga),
							 .redIn(redIn),
							 .greenIn(greenIn),
							 .blueIn(blueIn[2:1]),
							 .vgaRed(vgaRed),
							 .vgaGreen(vgaGreen),
							 .vgaBlue(vgaBlue),
							 .Hsync(Hsync),
							 .Vsync(Vsync),
							 .x_pos(x_pos),
							 .y_pos(y_pos)
							 );
	vga_grid16 VGA_GRID(.x_pos(x_pos),.y_pos(y_pos),.grid_x(grid_x),.grid_y(grid_y));
	color_converter COLOR_CONV(.color_code(value),.color_out(converted_color));
	always @(negedge clk)
	begin
		if (write_enable)
			color_mem[position] <= converted_color;
	end
endmodule
==> ./run.sh <==
#!/bin/bash
# OpenROAD 26Q1-2900-gdf79404cd8, Yosys 0.63+post, stock flow scripts
make -C /OpenROAD-flow-scripts/flow DESIGN_CONFIG=/design/flow/config.mk WORK_HOME=/design/flow/orfs finish
==> ./config.mk <==
export PLATFORM = sky130hd
export DESIGN_NAME = mcu_io
export DESIGN_NICKNAME = mcu_io
export VERILOG_FILES = /design/flow/design.v
export SDC_FILE = /design/flow/constraint.sdc
export NUM_CORES = 4
export LEC_CHECK = 1
export CORE_UTILIZATION = 50
==> ./constraint.sdc <==
current_design mcu_io

set clk_period 5.0
set clk_io_pct 0.2

create_clock -name clk0 -period $clk_period [get_ports {clk}]

set non_clock_inputs [all_inputs -no_clocks]
set_input_delay [expr $clk_period * $clk_io_pct] -clock clk0 $non_clock_inputs
set_output_delay [expr $clk_period * $clk_io_pct] -clock clk0 [all_outputs]
==> notes.md <==
Implementation summary

In the synthesized netlist, the number of instances is 559. The filler cell count in the final layout is 1024. The total area inside the core boundary comes to 0.0145 mm^2. For this run, the detailed router's first-pass iteration total came to 5. The height of the chip is 123 um. The number of unconstrained endpoints is 62. In the Yosys report the total cell count is 559.

The clock root buffer master is sky130_fd_sc_hd__clkbuf_16. The data required time of the worst path is 2770 ps. Cells with a size suffix above 1 make up 12.4% of the layout. The unique cell type count in the Yosys netlist is 59. The finished cells cover 0.00944 mm^2. The floorplan step defined a die boundary enclosing 0.0153 mm^2. The fraction of synthesis flops using an asynchronous set or reset pin is 0%. The final power report lists total power as 2.98 mW. The total global routing overflow is 0. The number of standard cells in the final layout excluding fillers is 960. The max-slew violation total from the final report is 0. Per the finish-stage timing summary, setup violations number 0. The maximum clock path buffer count is 2. In this run the layout overhead on the synthesized area is reported as 27.9%. Entering global routing, the biggest net connects 64 pins. The worst hold margin is 384 ps.

The number of global-route vias before repair is 5284. Post-synth the commonest register cell is sky130_fd_sc_hd__edfxtp_1. Looking at the max-slew report, the worst-margin pin has a slew of 685 ps. The insertion delay at the late pin of the worst-skew pair is 420 ps.

The initial antenna violation count is 0. The TritonCTS clock tree is done. The total via count after detailed routing is 5212.

The count of buffers added on input and output ports is 40. Looking at the critical path, the highest net fanout was 16. Synthesis inferred 172 register bits.

The top-level port count is 46. Data arrives at the worst endpoint at 2620 ps. The estimated wirelength of the detail-placed design is 9.52 mm. The class of the tightest hold or removal check is register to register. The run finished with clean final reports. The worst-case headroom to the max-slew limit is 54.3%. The utilization after layout is 65.2%. The type of destination of the critical path is a register.

RePlAce ended its routability-driven mode at a weighted congestion of 0.830. The power per unit of standard cell area is 316 mW/mm^2. The register area share after synthesis is 65.5%. For reference, the final report shows the hold violation count at 0.

The repair_antennas step left the layout with diodes totalling 0. Nets still carrying antenna violations after routing amount to 0. In the post-route analysis, the smallest setup slack over all paths is 151 ps. The total of cells resized after clock tree synthesis is 0. The mapped netlist covers 0.00738 mm^2. The average cell area after synthesis is 13.2 um^2. The instance area after placement is 0.00833 mm^2.

The number of enable-type register cells in the synthesized netlist is 139. The hold buffer count at cts is 0. The worst slack at placement is -290 ps.

Setup repair after global routing left no endpoint under its margin. The cell total after placement is 801. The H-tree was split into 4 levels. The post-detailed-route DRC marker count is 0. Buffers inserted during clock tree synthesis total 17. The detailed-route wire length per cell is 16.3 um.

The kind of start point of the critical path is a primary input. The final setup TNS is 0 ps. The worst hold path stage count is 1.

The horizontal die size is 123 um. The detailed router reported a total wirelength of 15.7 mm. The first global-routing pass estimated 25.0 mm of wire. The clock-pin slew reported for the worst setup and hold paths after clock tree synthesis is 70 ps.

The class of the most critical setup path is primary input to register. The total of max-cap violations is 0. The detail-routed via count per cell is 5.43.

The leakage power is 3.75 nW. The starting density of the core is 51.0%. The worst register-to-register path has a depth of 2.

The count of warning messages emitted by the tools is 168. The worst vdd rail ir drop is 0.264 mV. The post-synth area from yosys stat is 0.00738 mm^2. sky130_fd_sc_hd__edfxtp_1 takes more of the synthesized area than any other cell. The total global-route track usage is 23.8%. The starting DRC count in detailed routing is 252.

The main area contributors are sky130_fd_sc_hd__edfxtp_1, sky130_fd_sc_hd__dfxtp_1, sky130_fd_sc_hd__a21oi_1, sky130_fd_sc_hd__mux2i_1, sky130_fd_sc_hd__o211a_1. The synthesis report lists the Yosys warning total as 6. Between clock sinks in the finished design, the worst skew comes to 0.00250 ps. The timer found 42 register pins that no clock reaches; their paths are not timed. The report lists the number of standard-cell rows as 44. After clock tree synthesis, the setup repair step added 0 buffers.

The top-area cell type share of the netlist area is 56.6%.
-- cells in the mapped netlist, types with 2 or more instances --
master                     instances
sky130_fd_sc_hd__a211oi_1          6
sky130_fd_sc_hd__o21ai_0          32
sky130_fd_sc_hd__nand4_1           3
sky130_fd_sc_hd__or3_1             2
sky130_fd_sc_hd__ha_1             12
sky130_fd_sc_hd__o221ai_1         16
sky130_fd_sc_hd__o21ai_1          11
sky130_fd_sc_hd__nor2_1           42
sky130_fd_sc_hd__xnor2_1          11
sky130_fd_sc_hd__nand2_1          13
sky130_fd_sc_hd__o32ai_1          15
sky130_fd_sc_hd__o31ai_1           2
sky130_fd_sc_hd__buf_4             3
sky130_fd_sc_hd__o211a_1          16
sky130_fd_sc_hd__a21oi_1          33
sky130_fd_sc_hd__buf_2             4
sky130_fd_sc_hd__edfxtp_1        139
sky130_fd_sc_hd__nor3_1            9
sky130_fd_sc_hd__nand3b_1          3
sky130_fd_sc_hd__and2_1           10
sky130_fd_sc_hd__nand2_2           2
sky130_fd_sc_hd__xor2_1           14
sky130_fd_sc_hd__clkbuf_1         20
sky130_fd_sc_hd__nor2b_1           4
sky130_fd_sc_hd__a21o_1            2
sky130_fd_sc_hd__o221a_1           7
sky130_fd_sc_hd__inv_1            19
sky130_fd_sc_hd__nand3_1          26
sky130_fd_sc_hd__dfxtp_1          33
sky130_fd_sc_hd__nand2b_1          5
sky130_fd_sc_hd__mux2i_1          16
sky130_fd_sc_hd__nor2_4            2
-- final cells by class --
class	instances	area [um^2]	share of cell area, %
clock inverter	143	684	7.25
inverter	18	67.6	0.716
timing repair buffer	87	816	8.64
tap	184	230	2.44
sequential	172	4830	51.2
clock buffer	17	425	4.51
multi-input combinational	339	2380	25.2
-- flip-flops by register name, summed over array words and instances, names as in the netlist --
signal and cells:
VGA_OUT.VGA_MOD.y_pos 7, VGA_OUT.CLK_DIV.count_bit 1, VGA_OUT.VGA_MOD.Hsync 1, VGA_OUT.color_mem 128, VGA_OUT.VGA_MOD.v_count 10, VGA_OUT.CLK_DIV.clk_25M 1, VGA_OUT.VGA_MOD.vgaGreen 3, VGA_OUT.VGA_MOD.x_pos 5
VGA_OUT.VGA_MOD.Vsync 1, VGA_OUT.VGA_MOD.vgaRed 3, VGA_OUT.VGA_MOD.h_count 10, VGA_OUT.VGA_MOD.vgaBlue 2
-- cell families after synthesis --
group                    after synthesis  synth area share [%]
flip-flops                           172                  65.5
buffers and inverters                 48                  2.76
multiplexers                          16                  2.17
adder cells (fa/ha/maj)               12                  2.03
AND-OR/OR-AND                        153                  15.2
AND/OR/NAND/NOR                      133                  9.37
XOR/XNOR                              25                  2.97
-- placed cells by master, fill, tap and decap left out, types with 7 or more instances in the layout --
cell type | netlist | layout
sky130_fd_sc_hd__o221ai_1 | 16 | 16
sky130_fd_sc_hd__edfxtp_1 | 139 | 139
sky130_fd_sc_hd__mux2i_1 | 16 | 16
sky130_fd_sc_hd__nand2_1 | 13 | 13
sky130_fd_sc_hd__xnor2_1 | 11 | 11
sky130_fd_sc_hd__ha_1 | 12 | 12
sky130_fd_sc_hd__dfxtp_1 | 33 | 33
sky130_fd_sc_hd__nand3_1 | 26 | 26
sky130_fd_sc_hd__o221a_1 | 7 | 7
sky130_fd_sc_hd__xor2_1 | 14 | 14
sky130_fd_sc_hd__buf_4 | 3 | 42
sky130_fd_sc_hd__nor3_1 | 9 | 8
sky130_fd_sc_hd__inv_1 | 19 | 146
sky130_fd_sc_hd__clkdlybuf4s50_1 | 0 | 40
sky130_fd_sc_hd__o21ai_1 | 11 | 11
sky130_fd_sc_hd__o32ai_1 | 15 | 15
sky130_fd_sc_hd__nor2_1 | 42 | 42
sky130_fd_sc_hd__o21ai_0 | 32 | 32
sky130_fd_sc_hd__o211a_1 | 16 | 16
sky130_fd_sc_hd__clkbuf_16 | 0 | 17
sky130_fd_sc_hd__and2_1 | 10 | 10
sky130_fd_sc_hd__a21oi_1 | 33 | 33
-- where the power goes --
group	internal (mW)	switching, mW	leakage (nW)	total [mW]
Combinational	0.0435	0.0389	1.45	0.0824
Sequential	1.22	0.00415	1.31	1.22
Clock	0.976	0.703	0.992	1.68
-- worst max-delay path: stages --
cell and delay, ps:
sky130_fd_sc_hd__clkdlybuf4s50_1 450, sky130_fd_sc_hd__inv_1 100, sky130_fd_sc_hd__ha_1 190, sky130_fd_sc_hd__nor2b_1 290, sky130_fd_sc_hd__nor3_1 90, sky130_fd_sc_hd__a211oi_2 260
sky130_fd_sc_hd__buf_4 240
-- routing by layer --
layer | part of all wire, % | up-vias | track usage (%)
met5 | 0 | - | 0
met4 | 2.0 | 0 | 7.76
met3 | 8.7 | 19 | 13.0
met2 | 48 | 202 | 34.9
met1 | 41 | 2428 | 32.1
li1 | - | 2563 | -
-- final timing paths --
path | from | endpoint | slack (ps)
min reg2reg | VGA_OUT.CLK_DIV.count_bit | VGA_OUT.CLK_DIV.count_bit | 380
min | VGA_OUT.CLK_DIV.count_bit | VGA_OUT.CLK_DIV.count_bit | 380
max | output_data_in[0] | VGA_OUT.color_mem[15][4] | 150
max reg2reg | VGA_OUT.CLK_DIV.clk_25M | VGA_OUT.CLK_DIV.clk_25M | 4020
Power is estimated from default activity; no workload was simulated.
