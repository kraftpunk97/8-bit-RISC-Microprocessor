==> design/flow/design.v <==
`timescale 1ns / 1ps
module data_mem(
input clk,
input [7:0] addr,
input wr_en,
input [7:0] data_in,
output reg [7:0] data_out
);
reg [7:0] datamemblk [0:255];
always @ (negedge clk)
begin
    if(wr_en)
        datamemblk[addr] = data_in;
    data_out <= datamemblk[addr];
end
endmodule
==> design/flow/run.sh <==
#!/bin/bash
# OpenROAD 26Q1-2900-gdf79404cd8, Yosys 0.63+post, stock flow scripts
make -C /OpenROAD-flow-scripts/flow DESIGN_CONFIG=/design/flow/config.mk WORK_HOME=/design/flow/orfs finish
==> design/flow/config.mk <==
export PLATFORM = sky130hd
export DESIGN_NAME = data_mem
export DESIGN_NICKNAME = data_mem
export VERILOG_FILES = /design/flow/design.v
export SDC_FILE = /design/flow/constraint.sdc
export NUM_CORES = 4
export LEC_CHECK = 1
export CORE_UTILIZATION = 40
==> design/flow/constraint.sdc <==
current_design data_mem

set clk_period 14.0
set clk_io_pct 0.2

create_clock -name clk0 -period $clk_period [get_ports {clk}]

set non_clock_inputs [all_inputs -no_clocks]
set_input_delay [expr $clk_period * $clk_io_pct] -clock clk0 $non_clock_inputs
set_output_delay [expr $clk_period * $clk_io_pct] -clock clk0 [all_outputs]
==> ci_impl_report.md <==
### Metrics collected by this job

| Metric | Value |
|---|---|
| Status | `complete, but fails checks` |
| Failing checks | `negative setup slack` |
| GPL Wtd Cong | `1.23` |
| Maxcap violations | `0` |
| Yosys cell types | `123` |
| Worst path cell trace | `buf_4 > buf_4 > buf_4 > nand2_2 > buf_4 > buf_4 > nor3_2 > o21ai_0 > nand4_1 > buf_12 > buf_4 > o21ai_0 > o31ai_1 > buf_4 > nand2_1 > buf_4 > nor4b_1 > buf_4 > and4_1 > and4b_1 > a31oi_1` |
| Worst min-delay path class | `reg2reg` |
| Instance count of the mapped netlist | `8823` |
| Reg area | `41200 µm²` |
| NetSw | `0.00746 W` |
| Number of global-route vias before repair | `99100` |
| Final slew viol count | `0` |
| Post-synth ARST share | `0` |
| Top area cell types | `dfxtp_1 47%, mux2_2 18%, nand2_1 5.4%` |
| 1st-iter DRT viols | `14300` |
| Total Wirelength | `676000 µm` |
| # Cells Yosys | `8823` |
| Yosys reg bits | `2056` |
| Pin count of the biggest net entering global routing | `81` |
| CP max stage delay | `620 ps` |
| WS Path Type | `in2reg` |
| CTS sink cnt | `2056` |
| CTS tree | `built` |
| First-pass detailed-route iteration total | `11` |
| Logic area | `45300 µm²` |
| Layout area overhead | `49.3%` |
| Synth Warn # | `2` |
| Area share of the largest cell type after synthesis | `0.470` |
| Clock share of power | `0.399` |
| Layout fillers | `17400` |
| Global route overflow | `0` |
| Initial antenna violation count | `106` |
| Final Util | `0.602` |
| Num CTS Buffers | `224` |
| Post-DP HPWL | `517000 µm` |
| Vias | `104000` |
| Fraction of layout cells with a size suffix above 1 | `0.370` |
| Final instance area | `131000 µm²` |
| Final WS setup | `-221 ps` |
| EDFF count, synth | `0` |
| Post-placement cell area | `112000 µm²` |
| CP max stage cell | `nor3_2` |
| H-tree Lvls | `4` |
| CTS Hold Bufs | `0` |
| Setup crit start kind | `input port` |
| Row Count | `171` |
| I/O Buffers | `25` |
| DRC | `0` |
| Leak Pwr | `62.6 nW` |
| Tool warning count | `1029` |
| Top cells by count | `2056 x dfxtp_1, 1404 x mux2_2, 1250 x nand2_1, 659 x o21ai_0, 510 x clkbuf_1` |
| Cell mode on critical path | `buf_4` |
| Die area | `221000 µm²` |
| CP arrival | `7970 ps` |
| Syn Area/Cell | `9.93 µm²` |
| Switching Fraction | `0.344` |
| Crit. End Element | `register` |
| Fin. Hold Viols | `0` |
| CP Max Fanout | `14` |
| Clock transition at the registers of the reported paths | `30 ps` |
| Maximum count of clock buffers along a single path | `3` |
| Synthesized area | `87600 µm²` |
| Final std cells w/o fill | `16400` |
| Chip width | `470 µm` |
| Chip height | `470 µm` |
| Total power | `0.0217 W` |
| Clk latency of the worst-skew pair | `880 ps` |
| Setup Skew | `83.9 ps` |
| Vias/cell | `6.36` |
| Tot GR Track Use | `0.622` |
| Ys flop type | `dfxtp_1` |
| WL per Instance | `41.3 µm` |
| PD cells | `166 nW/µm²` |
| Core area | `217000 µm²` |
| First-pass GRT wire length | `873000 µm` |
| Sequential Power Share | `0.381` |
| Final setup fails | `8` |
| Placed insts | `13700` |
| Yosys chip area | `87600 µm²` |
| Share of the yosys chip area belonging to registers | `0.470` |
| Area leader, netlist | `dfxtp_1` |
| Post-DRT Antenna Nets | `0` |
| Peak supply drop | `147 µV` |
| WP data required | `7740 ps` |
| I/O pins | `26` |
| Synth top cell by count | `dfxtp_1` |
| Starting Density | `0.403` |
| Measured slew at the worst slew-check pin | `1390 ps` |
| Root buffer cell | `clkbuf_16` |
| Max_slew headroom | `0.0607` |
| Part of the power in combinational logic | `0.220` |
| Internal cell power | `0.0142 W` |
-- state kept, by name, indices dropped and copies added, names as in the netlist --
register / cells
datamemblk: 2048
data_out: 8
-- layout make-up --
| class | instances | area share |
|---|---|---|
| inverter | 64 | 0.00195 |
| timing repair buffer | 2768 | 0.189 |
| multi-input combinational | 6040 | 0.347 |
| clock inverter | 2242 | 0.0749 |
| sequential | 2056 | 0.315 |
| tap | 2854 | 0.0273 |
| clock buffer | 226 | 0.0432 |
| antenna | 113 | 0.00216 |
-- timing repair --
action                                 in CTS  in global routing
setup endpoints to repair                   8                  8
pin swaps                                  21                 80
setup buffers                              13                 58
resized                                   134                252
gates cloned                                0                  4
endpoints found under the hold margin       0                  0
-- placed cells by master (no fill, tap or decap), types with 68 or more instances in the layout --
cell / Yosys / layout
dfxtp_1: 2056 / 2056
buf_12: 0 / 288
a22oi_1: 298 / 285
a22o_1: 140 / 138
a32oi_1: 88 / 87
mux2_2: 1404 / 1404
o21ai_0: 659 / 640
a21oi_1: 209 / 202
nand4_1: 123 / 123
nand2_1: 1250 / 1244
and2_1: 69 / 68
buf_4: 27 / 2402
nor2_1: 360 / 337
inv_1: 61 / 2155
clkinvlp_2: 0 / 71
nand3_1: 178 / 159
clkbuf_16: 0 / 229
diode_2: 0 / 113
-- per-stage QoR --
step           hold WS (ps)  setup TNS (ps)  worst slack (ps)
5_1_grt                 453           -14.4             -14.4
3_3_place_gp            420          -13420             -2080
2_1_floorplan           406               0              37.7
6_report                437           -1090              -221
3_5_place_dp            425          -12730             -1980
4_1_cts                 437           -94.8             -39.3
-- per-layer routing --
metal | track usage | wire length, µm | vias to the layer above
li1 | - | - | 41400
met1 | 0.696 | 226000 | 49900
met2 | 0.740 | 243000 | 9716
met3 | 0.474 | 126000 | 2865
met4 | 0.531 | 74800 | 115
met5 | 0.174 | 5140 | -
-- critical path: cells and delay by family --
kind / cells / cell delay, ps
buffers and inverters: 10 / 1990
AND/OR/NAND/NOR: 7 / 1930
AND-OR/OR-AND: 4 / 1220
-- power groups by stage --
| stage | clock, W | combinational (W) | sequential [W] |
|---|---|---|---|
| CTS | 0.00872 | 0.00442 | 0.00825 |
| finish | 0.00865 | 0.00476 | 0.00826 |
| global route | 0.00947 | 0.00486 | 0.00842 |
-- worst paths after layout --
check	from	to	slack (ps)	cells past startpoint
max	addr[7]	data_out[6]	-220	21
min	datamemblk[210][4]	datamemblk[210][4]	440	2
max reg2reg	datamemblk[130][3]	data_out[3]	10130	11
min reg2reg	datamemblk[210][4]	datamemblk[210][4]	440	2
-- kinds of logic (layout without fill, tap and decap cells) --
group / Yosys count / in the layout / share of synthesized area
DFF: 2056 / 2056 / 0.470
buffers and inverters: 728 / 5300 / 0.0361
AOI/OAI and AO/OA: 2014 / 2015 / 0.160
muxes: 1480 / 1480 / 0.190
other: 0 / 113 / 0
and+or+nand+nor: 2539 / 2539 / 0.144
xor gates and xnor gates: 6 / 6 / 0.000600
No activity file was given, so power comes from the tool's default toggle rates.
